[design/flow/run.sh]
#!/bin/bash
# OpenROAD 26Q1-2900-gdf79404cd8, Yosys 0.63+post, stock flow scripts
make -C /OpenROAD-flow-scripts/flow DESIGN_CONFIG=/design/flow/config.mk WORK_HOME=/design/flow/orfs finish
[design/flow/design.v]
module Buffer(in, enable, out);
    parameter WIDTH = 36;
    input [WIDTH-1:0] in;
    input enable;
    output [WIDTH-1:0] out;
    assign out = enable ? in : {WIDTH{1'bz}};
endmodule
module DSP (A,B,D,C,PCIN,BCIN,CARRYIN,CARRYOUT,CARRYOUTF,
            clk, CEA, CEB, CEC, CECARRYIN, CED, CEM, CEOPMODE, CEP,
            RSTA, RSTB, RSTC, RSTCARRYIN, RSTD, RSTM, RSTOPMODE, RSTP,
            OPMODE,M,P,BCOUT,PCOUT
);
    parameter A0REG = 0; parameter A1REG = 1; parameter B0REG = 0; parameter B1REG = 1;
    parameter CREG = 1; parameter DREG = 1; parameter MREG = 1; parameter PREG = 1;
    parameter CARRYINREG = 1; parameter CARRYOUTREG = 1; parameter OPMODREG = 1;
    parameter CARRYINSEL = "OPMOD5";
    parameter B_INPUT = "DIRECT";
    parameter RSTTYPE = "SYNC";
    input [17:0] A,B,D;
    input [47:0] C;
    input [47:0] PCIN;
    input [17:0] BCIN;
    input clk, CARRYIN,CEA, CEB, CEC, CECARRYIN, CED, CEM, CEOPMODE, CEP;
    input RSTA, RSTB, RSTC, RSTCARRYIN, RSTD, RSTM, RSTOPMODE, RSTP;
    input [7:0] OPMODE;
    output [35:0] M;
    output [47:0] P;
    output [17:0] BCOUT;
    output [47:0] PCOUT;
    output CARRYOUT,CARRYOUTF;
    wire [17:0] w0, w1, w2, w3, w7, w8;
    reg [17:0] w5, w6;
    reg [47:0] w9, x_select, z_select, w14;
    wire [35:0] w10,w12;
    wire [47:0] w4;
    wire op1, op2, op3, op6;
    wire [1:0] op4, op5;
    reg w15;
    wire w11,w13_CIN;
    generate
        assign w0 = (B_INPUT == "DIRECT")? B : BCIN;
        Pipeline_Mux #(.WIDTH(18), .PIPELINE_ENABLE(DREG), .RSTTYPE(RSTTYPE))
        D_REG (.in(D), .clk(clk), .en(CED), .rst(RSTD), .out(w1));
        Pipeline_Mux #(.WIDTH(18), .PIPELINE_ENABLE(B0REG), .RSTTYPE(RSTTYPE))
        B0_REG (.in(w0), .clk(clk), .en(CEB), .rst(RSTB), .out(w2));
        Pipeline_Mux #(.WIDTH(18), .PIPELINE_ENABLE(A0REG), .RSTTYPE(RSTTYPE))
        A0_REG (.in(A), .clk(clk), .en(CEA), .rst(RSTA), .out(w3));
        Pipeline_Mux #(.WIDTH(48), .PIPELINE_ENABLE(CREG), .RSTTYPE(RSTTYPE))
        C_REG (.in(C), .clk(clk), .en(CEC), .rst(RSTC), .out(w4));
        Pipeline_Mux #(.WIDTH(1), .PIPELINE_ENABLE(OPMODREG), .RSTTYPE(RSTTYPE))
        OP1_REG (.in(OPMODE[6]), .clk(clk), .en(CEOPMODE), .rst(RSTOPMODE), .out(op1));
        Pipeline_Mux #(.WIDTH(1), .PIPELINE_ENABLE(OPMODREG), .RSTTYPE(RSTTYPE))
        OP2_REG (.in(OPMODE[4]), .clk(clk), .en(CEOPMODE), .rst(RSTOPMODE), .out(op2));
        Pipeline_Mux #(.WIDTH(1), .PIPELINE_ENABLE(OPMODREG), .RSTTYPE(RSTTYPE))
        OP3_REG (.in(OPMODE[5]), .clk(clk), .en(CEOPMODE), .rst(RSTOPMODE), .out(op3));
        Pipeline_Mux #(.WIDTH(2), .PIPELINE_ENABLE(OPMODREG), .RSTTYPE(RSTTYPE))
        OP4_REG (.in(OPMODE[1:0]), .clk(clk), .en(CEOPMODE), .rst(RSTOPMODE), .out(op4));
        Pipeline_Mux #(.WIDTH(2), .PIPELINE_ENABLE(OPMODREG), .RSTTYPE(RSTTYPE))
        OP5_REG (.in(OPMODE[3:2]), .clk(clk), .en(CEOPMODE), .rst(RSTOPMODE), .out(op5));
        Pipeline_Mux #(.WIDTH(1), .PIPELINE_ENABLE(OPMODREG), .RSTTYPE(RSTTYPE))
        OP6_REG (.in(OPMODE[7]), .clk(clk), .en(CEOPMODE), .rst(RSTOPMODE), .out(op6));
        always @(*) begin
            if(op1) begin
                w5 = w1 - w2;
            end
            else begin
                w5 = w1 + w2;
            end
        end
        always @(*) begin
            if(op2) begin
                w6 = w5;
            end
            else begin
                w6 = w2;
            end
        end
        Pipeline_Mux #(.WIDTH(18), .PIPELINE_ENABLE(B1REG), .RSTTYPE(RSTTYPE))
        B1_REG (.in(w6), .clk(clk), .en(CEB), .rst(RSTB), .out(w7));
        Pipeline_Mux #(.WIDTH(18), .PIPELINE_ENABLE(A1REG), .RSTTYPE(RSTTYPE))
        A1_REG (.in(w3), .clk(clk), .en(CEA), .rst(RSTA), .out(w8));
        always @(*) begin
            w9 = {w1[11:0],w8,w7};
        end
        assign w10 = w7 * w8;
        assign BCOUT = w7;
        assign w11 = (CARRYINSEL == "OPMOD5")? op3 : CARRYIN;
        Pipeline_Mux #(.WIDTH(36), .PIPELINE_ENABLE(MREG), .RSTTYPE(RSTTYPE))
        M_REG (.in(w10), .clk(clk), .en(CEM), .rst(RSTM), .out(w12));
        Pipeline_Mux #(.WIDTH(1), .PIPELINE_ENABLE(CARRYINREG), .RSTTYPE(RSTTYPE))
        CYI_REG (.in(w11), .clk(clk), .en(CECARRYIN), .rst(RSTCARRYIN), .out(w13_CIN));
        Buffer M_BUF (.in(w12),.enable(1),.out(M));
        always @(*) begin
            case(op4)
                2'b00 : x_select = 0;
                2'b01 : x_select = w12;
                2'b10 : x_select = P;
                2'b11 : x_select = w9;
            endcase
        end
        always @(*) begin
            case(op5)
                2'b00 : z_select = 0;
                2'b01 : z_select = PCIN;
                2'b10 : z_select = P;
                2'b11 : z_select = w4;
            endcase
        end
        always @(*) begin
            if(op6) begin
                {w15,w14} = z_select - (x_select+w13_CIN);
            end
            else begin
                {w15,w14} = z_select + x_select + w13_CIN;
            end
        end
        Pipeline_Mux #(.WIDTH(1), .PIPELINE_ENABLE(CARRYOUTREG), .RSTTYPE(RSTTYPE))
        CYO_REG (.in(w15), .clk(clk), .en(CECARRYIN), .rst(RSTCARRYIN), .out(CARRYOUT));
        assign CARRYOUTF = CARRYOUT;
        Pipeline_Mux #(.WIDTH(48), .PIPELINE_ENABLE(PREG), .RSTTYPE(RSTTYPE))
        P_REG (.in(w14), .clk(clk), .en(CEP), .rst(RSTP), .out(P));
        assign PCOUT = P;
    endgenerate
endmodule
module Pipeline_Mux(in,clk,out,en,rst);
    parameter WIDTH = 18;
    parameter PIPELINE_ENABLE = 1;
    parameter RSTTYPE = "SYNC";
    input [WIDTH-1 : 0] in;
    input clk , en , rst;
    output reg [WIDTH-1 : 0] out;
    generate
        if(PIPELINE_ENABLE) begin
            if(RSTTYPE == "SYNC") begin
                always @(posedge clk) begin
                    if(rst) begin
                        out <= 0;
                    end
                    else if(en) begin
                        out <= in;
                    end
                end
            end
            else begin
                always @(posedge clk or posedge rst) begin
                    if(rst) begin
                        out <= 0;
                    end
                    else if(en) begin
                        out <= in;
                    end
                end
            end
        end
        else begin
            always @(*) begin
                out = in;
            end
        end
    endgenerate
endmodule
[design/flow/config.mk]
export PLATFORM = sky130hd
export DESIGN_NAME = DSP
export DESIGN_NICKNAME = DSP
export VERILOG_FILES = /design/flow/design.v
export SDC_FILE = /design/flow/constraint.sdc
export NUM_CORES = 4
export LEC_CHECK = 1
export CORE_UTILIZATION = 30
[design/flow/constraint.sdc]
current_design DSP

set clk_period 13.6
set clk_io_pct 0.2

create_clock -name clk0 -period $clk_period [get_ports {clk}]

set non_clock_inputs [all_inputs -no_clocks]
set_input_delay [expr $clk_period * $clk_io_pct] -clock clk0 $non_clock_inputs
set_output_delay [expr $clk_period * $clk_io_pct] -clock clk0 [all_outputs]
==> results_slide.txt <==
Physical Implementation Snapshot

Final timing
  – Fmax: 142 MHz
  – Setup TNS: 0 ps
  – Final Cycle Share: 0.519
  – Min Tclk post-route: ~7100 ps
  – Post-Route Skew: between 20 and 25 ps
  – Fin. Hold Viols: 0
  – WHS: about 500 ps
  – RSZ-0062 raised after global routing: false
  – Worst Tran Pin Value: between 800 and 900 ps
  – Max-slew headroom: 0.420
  – Fin. max-slew vios: 0
  – Final setup viols: 0

Clock tree
  – CTS sink cnt: just under 200
  – CTS tree: done
  – Setup Buffers After CTS: 0
  – Resize count post-CTS: 0
  – CTS Buffer Depth: 2
  – TritonCTS buffer count: 17
  – Hold_buf cts: 0
  – Clk latency of the worst-skew pair: 530 ps
  – Clock Tree Root: clkbuf_16
  – Worst-path clk slew: 100 ps
  – CTS H-tree lvls: 4

Synth
  – Cell variety after synth: about 86
  – Top FF cell, synth: dfxtp_1
  – Ys async rst share: 0
  – Post-synthesis sequential area ratio: 0.142
  – Syn Area/Cell: 8.11 µm²
  – Synthesis-stage register bit count: 196
  – Post-synth EDFFs: 0
  – Synth Cell Area: about 0.028 mm²
  – Cells after Synth: between 3000 and 4000
  – Yosys cell count: between 3000 and 4000
  – Yosys warns: 9
  – Yosys stat area: between 0.02 and 0.03 mm²

Route
  – Antenna-violating nets left: 0
  – Final WL: ~100000 µm
  – Routed wire per std cell: between 20 and 25 µm
  – Initial DRC count: roughly 1500
  – Post-route DRC violation count: 0
  – Vias: about 24000
  – Via-to-Cell Ratio: 5.02
  – DR pass1 iterations: 5

Die
  – Die W: 306 µm
  – Floorplan Utilization: 0.303
  – Row cnt: 111
  – Ports: between 300 and 400
  – Die Y: around 300 µm
  – Die Footprint: ~0.094 mm²
  – Core area: approximately 0.092 mm²

Pwr
  – Switching Share: 0.444
  – Max IR drop VDD: ~0.11 mV
  – Int Pwr: between 1 and 1.5 mW
  – Leak: about 15 nW
  – Reg power frac: 0.273
  – Pwr/cell area: a little over 80 mW/mm²
  – Combinational Power Share: 0.504
  – Psw: 1.17 mW
  – Clk network pwr share: 0.223

GRT
  – Initial antenna violation count: 7
  – Vias in the first global route: approximately 24000
  – First-pass GRT wire length: between 100000 and 150000 µm
  – GRT overflow: 0
  – GR Util All Layers: 0.219
  – Largest net degree at the start of global routing: 73

Final layout
  – Share of layout cells above drive strength 1: 0.0584
  – Final core area utilization: 0.355
  – Layout fillers: approximately 9400
  – Area added between synthesis and finish: 17.1%
  – Register area: between 0.003 and 0.004 mm²
  – Comb. cell area: between 0.02 and 0.025 mm²

Worst setup path
  – Critical path class: reg -> reg
  – Crit. End Element: flip-flop
  – Top fanout value on the critical path: 20
  – Arr. time, crit path: between 7000 and 8000 ps
  – Critical Path RT: about 14000 ps
  – CP Launch Type: flip-flop

Run status
  – Status: finished clean

Run
  – Max-capacitance violation count: 0
  – Tool warnings: between 90 and 100

Placed design
  – GPL Wtd Cong: around 0.95
  – Port bufs: between 300 and 400
  – Post-DP HPWL: 79100 µm

Min path
  – Worst Hold Class: reg -> reg
-- through the flow --
step / std cells / setup slack, ps / power (mW) / cell area [µm²]
4_1_cts: 4779 / 6600 / 2.66 / 32400
2_1_floorplan: 3416 / 7190 / 1.57 / 27700
3_5_place_dp: 4747 / 6150 / 2.06 / 31800
5_1_grt: 4782 / 6180 / 2.83 / 32500
6_report: 4783 / 6540 / 2.64 / 32500
3_3_place_gp: 4747 / 6130 / 2.06 / 31800
-- worst max-delay path, cell delays in order, from the launching register on --
cell,delay (ps)
dfxtp_1,840
and2_1,250
fa_1,420
inv_1,80
fa_1,440
fa_1,510
inv_1,50
fa_1,500
fa_1,490
inv_1,50
fa_1,490
inv_1,50
ha_1,360
a21oi_1,170
nor2b_1,50
o21ai_0,140
nand2_1,90
a221o_1,420
a211oi_1,680
o21bai_1,110
a21o_1,230
a31oi_1,230
or4b_2,160
o311ai_0,110
-- layout make-up --
| cell class | count | share of cell area |
|---|---|---|
| clock buffers | 17 | 0.0131 |
| flip-flops and latches | 196 | 0.121 |
| well taps | 1186 | 0.0457 |
| repair buffers | 385 | 0.113 |
| clock inverters | 15 | 0.00667 |
| diodes | 4 | 0.000308 |
| inverters | 451 | 0.0522 |
| multi-input cells | 2529 | 0.648 |
-- worst paths after layout --
kind              slack (ps)             to  cells past startpoint          start
setup / recovery        6540  M_REG.out[34]                     23  A1_REG.out[7]
hold / removal           500  C_REG.out[44]                      2  C_REG.out[44]
setup reg to reg        6540  M_REG.out[34]                     23  A1_REG.out[7]
hold reg to reg          500  C_REG.out[44]                      2  C_REG.out[44]
-- power groups by stage --
stage	logic (mW)	registers [mW]	clock network, mW
finish	1.33	0.720	0.588
CTS	1.33	0.720	0.607
global route	1.48	0.729	0.623
-- registers in the layout, indices dropped and copies added, names as in the netlist --
register	count
C_REG.out	48
P_REG.out	48
M_REG.out	36
A1_REG.out	18
B1_REG.out	18
D_REG.out	18
OP4_REG.out	2
OP5_REG.out	2
CYI_REG.out	1
CYO_REG.out	1
OP1_REG.out	1
OP2_REG.out	1
OP3_REG.out	1
OP6_REG.out	1
-- logic make-up after synthesis --
kind of cell	synth area share
buffers and inverters	0.100
muxes	0.0880
AOI/OAI and AO/OA	0.149
adders and majority gates	0.309
DFF	0.142
xor gates and xnor gates	0.0427
and+or+nand+nor	0.169
-- Yosys cell counts (5+ instances only) --
| master | number | area (µm²) |
|---|---|---|
| xor2_1 | 42 | 368 |
| mux2_2 | 81 | 912 |
| o211ai_1 | 21 | 158 |
| ha_1 | 267 | 3340 |
| nor2b_1 | 40 | 250 |
| nand2_1 | 363 | 1360 |
| a22oi_1 | 19 | 143 |
| inv_1 | 450 | 1690 |
| nor3b_1 | 8 | 60.1 |
| o21bai_1 | 31 | 233 |
| dfxtp_1 | 196 | 3920 |
| clkbuf_1 | 168 | 631 |
| a21boi_0 | 7 | 52.6 |
| xnor2_1 | 93 | 815 |
| a311oi_1 | 7 | 61.3 |
| a31oi_1 | 22 | 138 |
| a22o_1 | 30 | 263 |
| nor2_1 | 290 | 1090 |
| nand3b_1 | 5 | 37.5 |
| buf_1 | 22 | 82.6 |
| nor4_1 | 10 | 62.6 |
| o21ai_1 | 5 | 25.0 |
| a211oi_1 | 49 | 368 |
| nand3_1 | 35 | 175 |
| and2_1 | 143 | 895 |
| fa_1 | 261 | 5230 |
| a211o_1 | 6 | 52.6 |
| nand4_1 | 17 | 106 |
| a21oi_1 | 163 | 816 |
| o31ai_1 | 10 | 75.1 |
| a21o_1 | 62 | 465 |
| or3_1 | 14 | 87.6 |
| o21a_1 | 13 | 97.6 |
| mux2i_1 | 151 | 1510 |
| o21ai_0 | 110 | 551 |
| buf_4 | 49 | 368 |
| nand2b_1 | 20 | 125 |
| and3_1 | 18 | 113 |
| nor3_1 | 31 | 155 |
-- layout by cell type (no fill, tap or decap), drive strengths merged, types with 42 or more instances in the layout --
cell and count:
inv 457, nand2 363, clkdlybuf4s50 320, nor2 290, ha 267, fa 261
dfxtp 196, a21oi 164, mux2i 151, and2 143, o21ai 115, xnor2 93
mux2 82, buf 65, a21o 62, a211oi 49, xor2 42
-- per-layer routing --
layer | global-route usage | routed length, µm | up-vias
met5 | 0 | 0 | -
met3 | 0.0572 | 7860 | 80
met4 | 0.0365 | 1950 | 0
met2 | 0.340 | 45300 | 674
li1 | - | - | 11600
met1 | 0.317 | 44400 | 11700
No activity file was given, so power comes from the tool's default toggle rates.
